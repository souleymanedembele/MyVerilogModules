<file path="design/flow/design.v">
module Decoder (
    C,
    Hex
);
  input [3:0] C;
  output [0:6] Hex;
  always @(C) begin
    case (C)
      4'b0000: Hex = 7'b0000001;   
      4'b0001: Hex = 7'b1001111;   
      4'b0010: Hex = 7'b0010010;   
      4'b0011: Hex = 7'b0000110;   
      4'b0100: Hex = 7'b1001100;   
      4'b0101: Hex = 7'b0100100;   
      4'b0110: Hex = 7'b0100000;   
      4'b0111: Hex = 7'b0001111;   
      4'b1000: Hex = 7'b0000000;   
      4'b1001: Hex = 7'b0000100;   
      4'b1010: Hex = 7'b0001000;   
      4'b1011: Hex = 7'b1100000;   
      4'b1100: Hex = 7'b0110001;   
      4'b1101: Hex = 7'b1000010;   
      4'b1110: Hex = 7'b0110000;   
      4'b1111: Hex = 7'b0111000;   
      default: Hex = 7'b1111111;   
    endcase
  end
endmodule
</file>
<file path="design/flow/run.sh">
#!/bin/bash
# OpenROAD 26Q1-2900-gdf79404cd8, Yosys 0.63+post, stock flow scripts
make -C /OpenROAD-flow-scripts/flow DESIGN_CONFIG=/design/flow/config.mk WORK_HOME=/design/flow/orfs finish
</file>
<file path="design/flow/config.mk">
export PLATFORM = sky130hd
export DESIGN_NAME = Decoder
export DESIGN_NICKNAME = Decoder
export VERILOG_FILES = /design/flow/design.v
export SDC_FILE = /design/flow/constraint.sdc
export NUM_CORES = 4
export LEC_CHECK = 1
export CORE_AREA = 10 10 70 70
export DIE_AREA = 0 0 80 80
</file>
<file path="design/flow/constraint.sdc">
current_design Decoder

set clk_period 1.4
set clk_io_pct 0.2

create_clock -name clk0 -period $clk_period

set non_clock_inputs [all_inputs -no_clocks]
set_input_delay [expr $clk_period * $clk_io_pct] -clock clk0 $non_clock_inputs
set_output_delay [expr $clk_period * $clk_io_pct] -clock clk0 [all_outputs]
</file>
==> Slide: Implementation Results <==
Synthesis and Place & Route Summary

Detailed routing
  – Detailed Route Iter0 Violations: 1
  – Antenna-violating nets left: 0
  – Detailed-route via count: 324
  – Drt pass-1 iters: 2
  – Routed wire length: 833 µm
  – Ant diodes: 0
  – Via density: 3.24
  – DRC viols: 0
  – Wire per inst: 8.33 µm

Setup path
  – Critical Path RT: 1120 ps
  – Crit path max fanout: 4
  – Worst setup SP type: input pin
  – Kind of critical path: input pin to output port
  – Kind of end point of the critical path: output port
  – Arr. time, crit path: 1250 ps

Yosys
  – Seq share, synth: 0%
  – Yosys Instances: 33
  – Yosys-reported design area after synthesis: 269 µm²
  – Area leader share: 32.6%
  – Leading area contributor after synthesis: ha_1
  – Post-Synthesis Mean Instance Area: 8.15 µm²
  – Cells after Synth: 33
  – Synth unique cells: 13
  – Main area contributors: ha_1, mux2i_1, mux4_2
  – Yosys warns: 18
  – Cell Area, Synth: 269 µm²

Timing
  – Worst Tran Pin Value: 161 ps
  – Final setup margin: -131 ps
  – RSZ-0062 raised after global routing: yes
  – # setup viols final: 2
  – Worst hold margin: 1000 ps
  – Setup TNS: -157 ps
  – Final-report max-slew violation count: 0
  – Cycle use final: 109%
  – Relative slew slack: 89.0%
  – Final hold vios: 0
  – Fmax: 0.653 GHz
  – Post-layout min period: 1530 ps

Placement
  – Number of buffers added on ports: 11
  – Placer congestion estimate: 0.769

Cells and area
  – Most numerous logic cells after layout: buf_6, mux2i_1, buf_2
  – Share of cells above drive strength 1: 63.0%
  – Flop area: 0 µm²
  – Flop count: 0
  – Most frequent logic cell in the layout: buf_6
  – Layout area overhead: 123%
  – CLK BUF: 0

Global routing
  – Vias in the first global route: 307
  – GRT Resource Usage Total: 2.54%
  – GR Overflow Total: 0
  – Initial antenna violation count: 0
  – Pin count of the biggest net entering global routing: 11
  – First-pass GRT wire length: 1.43 mm

Die
  – Chip area: 6400 µm²
  – Die X: 80 µm
  – Ports: 11
  – Core Area: 3420 µm²
  – Die height: 80 µm
  – Fp util: 7.88%
  – Cell row count: 21

Worst hold path
  – Hold Path Class: input pin to output port
  – Hold path start: C[1]
  – Worst Hold Endpoint: Hex[1]
  – Hold Crit Depth: 4

Outcome
  – Failing checks: setup timing
  – Status: finished, violations left

Power and ir drop
  – Leak Pwr: 0.262 nW
  – Cell Pwr Density: 255 nW/µm²
  – Peak VDD IR: 0.0000407 V
  – Total power: 0.153 mW

Flow run
  – # Max-Cap Violations: 0
  – Tool warnings: 40
==> critical path, stage by stage <==
cell and delay (ps):
buf_8 100, buf_6 120, ha_4 160, mux4_2 460, buf_2 130
==> cells by family (layout without fill, tap and decap cells) <==
logic type | count (synthesis) | count (layout) | synth area share (%)
buffers and inverters | 5 | 26 | 9.77
AND-OR/OR-AND | 6 | 6 | 14.0
multiplexers | 7 | 7 | 30.7
AND/OR/NAND/NOR | 8 | 8 | 13.0
adder cells (fa/ha/maj) | 7 | 7 | 32.6
==> through the flow <==
stage	setup WS [ps]	cells	instance area [µm²]	utilization (%)
floorplan	70.0	33	269	-
global placement	-900	96	482	14.1
detailed placement	-902	96	482	14.1
CTS	-125	100	587	17.2
global route	-173	100	599	17.5
finish	-131	100	599	17.5
==> report_power, final <==
group	leakage [nW]	switching (mW)	total, mW	internal (mW)
Sequential	0	0	0	0
Clock	0	0	0	0
Combinational	0.262	0.0617	0.153	0.0911
Total	0.262	0.0617	0.153	0.0911
==> how the worst max path moves through the flow <==
stage | startpoint | end | slack, ps
4_1_cts | C[0] | Hex[3] | -120
5_1_grt | C[1] | Hex[3] | -170
6_report | C[0] | Hex[3] | -130
==> timing repair <==
item                                    4_1_cts  5_1_grt
hold buffers                                  0        0
pin swaps                                     8        5
endpoints found under the setup margin        7        6
buffers inserted                              4        1
resized                                      58        5
==> synth_stat cells <==
cell type	instances
a21oi_1	2
inv_1	3
buf_6	1
nand2_1	1
nor2_1	5
o21ai_1	2
nand2b_1	2
mux4_2	1
clkbuf_1	1
mux2i_1	6
a32o_1	1
o211ai_1	1
ha_1	7
==> final cells by class <==
cell class         instances  area [µm²]
repair buffers            23         213
well taps                 46        57.6
fillers                  377        2820
multi-input cells         28         310
inverters                  3        18.8
==> routing by layer <==
layer  part of all wire (%)  GRT usage, %
met5                      0             0
met4                      0             0
met3                    7.9         0.568
met2                     41          4.09
met1                     51          3.57
No activity file was given, so power comes from the tool's default toggle rates.
