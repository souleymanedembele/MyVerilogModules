--- /design/flow/run.sh ---
#!/bin/bash
# OpenROAD 26Q1-2900-gdf79404cd8, Yosys 0.63+post, stock flow scripts
make -C /OpenROAD-flow-scripts/flow DESIGN_CONFIG=/design/flow/config.mk WORK_HOME=/design/flow/orfs finish
--- /design/flow/config.mk ---
export PLATFORM = sky130hd
export DESIGN_NAME = KeyFilter
export DESIGN_NICKNAME = KeyFilter
export VERILOG_FILES = /design/flow/design.v
export SDC_FILE = /design/flow/constraint.sdc
export NUM_CORES = 4
export LEC_CHECK = 1
export CORE_AREA = 10 10 108 108
export DIE_AREA = 0 0 118 118
--- /design/flow/constraint.sdc ---
current_design KeyFilter

set clk_period 11.2
set clk_io_pct 0.2

create_clock -name clk0 -period $clk_period [get_ports {Clock}]

set non_clock_inputs [all_inputs -no_clocks]
set_input_delay [expr $clk_period * $clk_io_pct] -clock clk0 $non_clock_inputs
set_output_delay [expr $clk_period * $clk_io_pct] -clock clk0 [all_outputs]
--- /design/flow/design.v ---
module KeyFilter (
    Clock,
    In,
    Out,
    Strobe
);
  input Clock;   
  input In;   
  output reg Out;   
  output reg Strobe;   
  localparam DUR = 5_000_000 - 1;
  reg [32:0] Countdown = 0;
  always @(posedge Clock) begin
    Out <= 0;
    Strobe <= 0;
    if (Countdown == 0) begin
      Strobe <= 1;
      if (In) begin
        Out <= 1;
        Countdown <= DUR;
      end
    end else begin   
      Countdown <= Countdown - 1;
    end
  end
endmodule
==> flow_summary_export.csv <==
group,metric,value,unit
global_routing,grtUsageTotal,5.42,%
routing,antenna_cells,0,
clock_network,cts_inserted_buffers,5,
clock_network,postCtsSetupBuffers,0,
global_routing,grt_overflow_total,0,
yosys,yosysCellCount,173,
finish,regArea,1030,sq um
finish,drive_gt1_share,14.3,%
critical_path,critPathKind,"in -> reg",
status,status,"finished, final reports clean",
critical_path,critPathMaxStageDelay,0.50,ns
critical_path,cp.buffers_inverters,2,
global_routing,antenna_found_initial,0,
clock_network,cts.sinks,35,
critical_path,start_kind,"primary input",
global_routing,grt_pass1_vias,1365,
placement,port_buffers,3,
final_timing,fin_setup_tns,0,ns
routing,remaining_drc_errors,0,
finish,fin_area,2230,sq um
critical_path,r2r-start,"Countdown[15]$_SDFFCE_PP0P_",
routing,wirelength,3830,um
final_timing,slew_headroom,57.5,%
final_timing,setup_ws,7.55,ns
placement,post-place-ws,7.23,ns
clock_network,clk_pin_slew,0.07,ns
die,dieArea,13900,sq um
final_timing,hold_slack,0.623,ns
critical_path,r2r_cells,6,
critical_path,r2r_slack,7.65,ns
yosys,syn-cell-area,1960,sq um
finish,final_core_util,24.0,%
placement,placed_area,2130,sq um
final_timing,min_period,3.65,ns
routing,ant_nets,0,
yosys,postSynthSeqShare,52.6,%
yosys,synth.avg_cell_area,11.3,sq um
clock_network,ctsHoldBuffers,0,
placement,place.gp.congestion,0.800,
die,fp_util,21.1,%
power_and_ir_drop,powerDensity,164,nW/um^2
critical_path,cp_slowest_cell,"nand2b_1",
critical_path,crit_family,"buffers and inverters",
clock_network,root_buffer,"clkbuf_8",
power_and_ir_drop,power,0.365,mW
job,drv_cap,0,
hold_path,whs_path_depth,1,
yosys,synth_chip_area,1960,sq um
final_timing,grt_setup_unrepaired,"no",
finish,fill_cells,1003,
die,die_x,118,um
finish,final_common_cell,"edfxtp_1",
finish,lay_top_cells,"edfxtp_1 (33), nor3_1 (13), nor2_1 (12)",
clock_network,post_cts_resized,0,
final_timing,setup_viol,0,
clock_network,htree_levels,2,
routing,first_pass_iters,4,
yosys,synth-seq-cells,35,
die,core,9280,sq um
global_routing,grt_first_pass_wirelength,6510,um
hold_path,min_to,"Countdown[32]$_SDFFCE_PP0P_",
routing,drtIter0Drc,107,
die,fp-row-count,35,
power_and_ir_drop,ir_worst_vdd,0.0944,mV
final_timing,clock.fmax,274,MHz
routing,via_per_inst,4.48,
clock_network,clk_path_buf_depth,2,
critical_path,worstReg2RegEnd,"Countdown[7]$_SDFFCE_PP0P_",
hold_path,hp-class,"reg -> reg",
final_timing,final.period_utilization,32.6,%
job,log.warning_count,25,
critical_path,path_depth,3,
hold_path,min_from,"Countdown[32]$_SDFFCE_PP0P_",
critical_path,worstPathRequired,11.16,ns
die,die_h,118,um
finish,layout.cells.non_filler,311,
placement,placedCellCount,303,
critical_path,cp_max_fo,21,
die,ios,4,
placement,place_hpwl,2590,um
yosys,netlist_instances,173,
routing,wl_per_cell,12.3,um
final_timing,finClkSkew,0.00707,ns
critical_path,end_kind,"flip-flop",
routing,num_vias,1394,
clock_network,cts_tree,"built",
global_routing,grt_start_max_net_pins,22,
finish,area_growth,13.9,%
yosys,yosys_warnings,1,
yosys,synth_cell_type_count,40,
final_timing,hold_viol_final,0,
critical_path,cp.arrival,3.61,ns
power_and_ir_drop,p_leak,0.668,nW
final_timing,max_slew.worst_pin.slew,0.634,ns
clock_network,worstSkewPairLatency,0.28,ns
final_timing,drv_slew,0,
finish,comb_area,858,sq um
critical_path,crit_chain,"clkdlybuf4s50_1 > nand2b_1 > buf_4",
[final cells by class]
| cell class | count | area share, % |
|---|---|---|
| clock buffer | 7 | 4.32 |
| timing repair buffer | 5 | 2.02 |
| tap | 129 | 7.24 |
| clock inverter | 1 | 0.337 |
| inverter | 5 | 1.40 |
| multi-input combinational | 129 | 38.5 |
| sequential | 35 | 46.2 |
[how the worst max path moves through the flow]
stage | slack [ns] | start | to
final | 7.55 | In | Countdown[7]$_SDFFCE_PP0P_
after global routing | 7.41 | Countdown[15]$_SDFFCE_PP0P_ | Countdown[16]$_SDFFCE_PP0P_
after CTS | 7.52 | In | Countdown[16]$_SDFFCE_PP0P_
[power by group]
part	internal (mW)	leakage, nW	switching, mW
registers	0.176	0.368	0.0355
logic	0.0269	0.250	0.0266
clock network	0.0559	0.0505	0.0446
[metal layers]
| layer | vias to the layer above | part of all wire (%) | GRT usage, % | wire length [um] |
|---|---|---|---|---|
| met2 | 18 | 47 | 8.46 | 1800 |
| met5 | - | 0 | 0 | 0 |
| met3 | 6 | 3.3 | 1.31 | 125 |
| met4 | 0 | 1.4 | 0.850 | 52 |
| li1 | 690 | - | - | - |
| met1 | 680 | 48 | 7.64 | 1860 |
[sequential cells by signal, summed over array words and instances (netlist names)]
name,flops
Countdown,33
Strobe,1
Out,1
[logic make-up (layout without fill, tap and decap cells)]
family                   after synthesis  count (layout)  synth area share (%)
XOR/XNOR                              14              14                  6.26
multiplexers                           5               5                  2.81
AND/OR/NAND/NOR                       83              83                  25.5
buffers and inverters                  9              18                  3.58
adder cells (fa/ha/maj)                1               1                 0.638
AND-OR/OR-AND                         26              26                  8.56
flip-flops                            35              35                  52.6
[cell usage after synthesis, drive strengths merged]
cell type / number / area [sq um]
edfxtp: 33 / 991
nor2: 13 / 51.3
nor3: 13 / 65.1
nor4: 12 / 109
a21oi: 10 / 50.1
or4: 10 / 75.1
nand2: 9 / 33.8
xnor2: 7 / 61.3
xor2: 7 / 61.3
nand3: 6 / 35.0
o31ai: 6 / 45.0
nand4: 5 / 31.3
inv: 4 / 15.0
mux2: 4 / 45.0
or2: 4 / 25.0
or3: 4 / 25.0
o21ai: 3 / 15.0
buf: 2 / 31.3
clkbuf: 2 / 7.51
dfxtp: 2 / 40.0
nand2b: 2 / 12.5
o21a: 2 / 15.0
a2111oi: 1 / 8.76
a21o: 1 / 7.51
a311oi: 1 / 8.76
and2: 1 / 6.26
and3: 1 / 6.26
clkinv: 1 / 16.3
ha: 1 / 12.5
mux2i: 1 / 10.0
nand4b: 1 / 8.76
nor3b: 1 / 7.51
o31a: 1 / 8.76
o41ai: 1 / 8.76
or3b: 1 / 8.76
Power figures rest on the tool's default switching activity, not on a simulated workload.
